==> design.v <==
module BackupDemo( x_RCO, x, x_b, clk, clk_b, x_RCO_b, load, rst, comp, up_down, mode);
input clk, clk_b, load, rst, up_down, x_RCO_b, mode;
input [4:0]comp;
output reg [4:0]x; 
output reg x_RCO;
output reg [4:0]x_b;
	always @(x)
		begin
			if(mode) begin
				 if((x >= 25) & (x >= comp + 2)) x_RCO = 1;
				 else x_RCO = 0;
				 end
			else if (!mode) begin
				 if((x >= 15) & (x >= comp + 2)) x_RCO = 1;
				 else x_RCO = 0;
				 end
			else x_RCO = 0;
		end
	always @(posedge clk or posedge  rst) 
			begin
				if (rst)  x <= 0;
				else begin
						if (load) x <= x_b;
						else if ((x < 31) & (up_down)) x <= x + 1;
						else if ((x > 0) & (!up_down)) x <= x - 1;
						else x <= x;
				end
			end
	always @(posedge rst)
		begin
			if(rst) x_b <= x;
			else x_b <= x_b;
		end
endmodule 
module BackupPoint(clk1, clk2, pnt1, pnt2,  RCOpnt1, RCOpnt2, load, rstpnt, up_down, mode25_15);
	input clk1, clk2, load, rstpnt, up_down, mode25_15;
	wire [4:0] pnt1_b, pnt2_b;
	output wire [4:0] pnt1, pnt2;
	output wire RCOpnt1, RCOpnt2; 
	BackupDemo Point1( RCOpnt1, pnt1, pnt1_b, clk1, clk2, RCOpnt2, load, rstpnt, pnt2, up_down, mode25_15);
	BackupDemo Point2( RCOpnt2, pnt2, pnt2_b, clk2, clk1, RCOpnt1, load, rstpnt, pnt1, up_down, mode25_15);
endmodule
module BackupSet(clk1, clk2, set1, set2,  RCOset1, RCOset2, reset, up_down);
	input wire clk1, clk2, reset, up_down;
	output wire [1:0]set1, set2;
	output wire RCOset1, RCOset2; 
	SetDemo Set1( RCOset1, set1, clk1, reset, set2, up_down);
	SetDemo Set2( RCOset2, set2, clk2, reset, set1, up_down);	
endmodule
module Counter_Backup(Pnt_clk1, Pnt_clk2, Set_clk1, Set_clk2, Pnt_RCO1, Pnt_RCO2, Set_RCO1, Set_RCO2, Pnt_reset, Set_reset,
							 led7_pnt1_1, led7_pnt1_2,led7_pnt2_1, led7_pnt2_2, led7_Set1, led7_Set2,
							 Mode15_25, enable, sel, load, Up_down,
							 iCLK, iRST_N, LCD_DATA, LCD_RW, LCD_EN, LCD_RS);
input wire Pnt_clk1, Pnt_clk2, Set_clk1, Set_clk2, Pnt_reset, Set_reset, Mode15_25, enable, sel, load, Up_down;
input wire iCLK, iRST_N;
wire [4:0] Pnt1, Pnt2;
wire [1:0] Set1, Set2;
wire [3:0] Pnt1_1, Pnt1_2, Pnt2_1, Pnt2_2;
output wire Set_RCO1, Set_RCO2;
output wire [7:0] LCD_DATA;
output wire LCD_RW, LCD_EN, LCD_RS;
output wire Pnt_RCO1, Pnt_RCO2;
output wire [6:0]led7_pnt1_1, led7_pnt1_2,led7_pnt2_1, led7_pnt2_2, led7_Set1, led7_Set2;
BackupPoint Counter_Backup_Point(Pnt_clk1, Pnt_clk2, Pnt1, Pnt2, Pnt_RCO1, Pnt_RCO2, load, Pnt_reset, Up_down, Mode15_25);
BackupSet Counter_Backup_Set(Set_clk1, Set_clk2, Set1, Set2,  Set_RCO1, Set_RCO2, Set_reset, Up_down);
Led7_x2 Led7_ass(Pnt1_1, Pnt1_2, Pnt2_1, Pnt2_2, Pnt1, Pnt2);
decoder_led7 Pnt_1_2(enable, sel, Pnt1_2, led7_pnt1_2);
decoder_led7 Pnt_1_1(enable, sel, Pnt1_1, led7_pnt1_1);
decoder_led7 Pnt_2_1(enable, sel, Pnt2_1, led7_pnt2_1);
decoder_led7 Pnt_2_2(enable, sel, Pnt2_2, led7_pnt2_2);
decoder_led7 Set_1(enable, sel, Set1, led7_Set1);
decoder_led7 Set_2(enable, sel, Set2, led7_Set2);
LCD_display lcd(Set_RCO1, Set_RCO2, iCLK, iRST_N, LCD_DATA, LCD_RW, LCD_EN, LCD_RS);
endmodule
module LCD_Controller (	 
						iDATA,iRS,
						iStart,oDone,
						iCLK,iRST_N,
						LCD_DATA,
						LCD_RW,
						LCD_EN,
						LCD_RS	);
parameter	CLK_Divide	=	16;
input	[7:0]	iDATA;
input	iRS,iStart;
input	iCLK,iRST_N;
output	reg		oDone;
output	[7:0]	LCD_DATA;
output	reg	LCD_EN;
output			LCD_RW;
output			LCD_RS;
reg		[4:0]	Cont;
reg		[1:0]	ST;
reg		preStart,mStart;
assign	LCD_DATA	=	iDATA; 
assign	LCD_RW		=	1'b0;
assign	LCD_RS		=	iRS;
always@(posedge iCLK or negedge iRST_N)
begin
	if(!iRST_N)
	begin
		oDone	<=	1'b0;
		LCD_EN	<=	1'b0;
		preStart<=	1'b0;
		mStart	<=	1'b0;
		Cont	<=	0;
		ST		<=	0;
	end
	else
	begin
		preStart<=	iStart;
		if({preStart,iStart}==2'b01)
		begin
			mStart	<=	1'b1;
			oDone	<=	1'b0;
		end
		if(mStart)
		begin
			case(ST)
			0:	ST	<=	1;	 
			1:	begin
					LCD_EN	<=	1'b1;
					ST		<=	2;
				end
			2:	begin					
					if(Cont<CLK_Divide)
					Cont	<=	Cont+1;
					else
					ST		<=	3;
				end
			3:	begin
					LCD_EN	<=	1'b0;
					mStart	<=	1'b0;
					oDone	<=	1'b1;
					Cont	<=	0;
					ST		<=	0;
				end
			endcase
		end
	end
end
endmodule
module LCD_display( win1, win2,
							iCLK, iRST_N,
							LCD_DATA,LCD_RW,LCD_EN,LCD_RS	);
input		iCLK, iRST_N;
input		win1, win2;
output	[7:0]	LCD_DATA;
output			LCD_RW,LCD_EN,LCD_RS;
reg	[5:0]		LUT_INDEX;
reg	[8:0]		LUT_DATA;
reg	[5:0]		mLCD_ST;
reg	[17:0]	mDLY;
reg				mLCD_Start;
reg	[7:0]		mLCD_DATA;
reg				mLCD_RS;
wire				mLCD_Done;
parameter	LCD_INTIAL	 =	0;
parameter	LCD_LINE1	 =	5;
parameter	LCD_CH_LINE	 =	LCD_LINE1+16;
parameter	LCD_LINE2	 =	LCD_LINE1+16+1;
parameter	LUT_SIZE		 =	LCD_LINE1+32+1;
always@(posedge iCLK or negedge iRST_N)
begin
	if(!iRST_N)
	begin
		LUT_INDEX	<=	0;
		mLCD_ST		<=	0;
		mDLY			<=	0;
		mLCD_Start	<=	0;
		mLCD_DATA	<=	0;
		mLCD_RS		<=	0;
	end
	else
	begin
		if(LUT_INDEX<LUT_SIZE)
		begin
			case(mLCD_ST)
			0:	begin
					mLCD_DATA	<=	LUT_DATA[7:0];
					mLCD_RS		<=	LUT_DATA[8];
					mLCD_Start	<=	1;
					mLCD_ST		<=	1;
				end
			1:	begin
					if(mLCD_Done)
					begin
						mLCD_Start	<=	0;
						mLCD_ST		<=	2;					
					end
				end
			2:	begin
					if(mDLY<18'h3FFFE)
					mDLY	<=	mDLY+1;
					else
					begin
						mDLY	<=	0;
						mLCD_ST	<=	3;
					end
				end
			3:	begin
					LUT_INDEX	<=	LUT_INDEX+1;
					mLCD_ST	<=	0;
				end
			endcase
		end
	end
end
always
begin
if({win1, win2} == 2'b10)
begin
	case(LUT_INDEX)
	LCD_INTIAL+0:	LUT_DATA	<=	9'h038;
	LCD_INTIAL+1:	LUT_DATA	<=	9'h00C;
	LCD_INTIAL+2:	LUT_DATA	<=	9'h001;
	LCD_INTIAL+3:	LUT_DATA	<=	9'h006;
	LCD_INTIAL+4:	LUT_DATA	<=	9'h080;
	LCD_LINE1+0:	LUT_DATA	<=	9'h120;	
	LCD_LINE1+1:	LUT_DATA	<=	9'h154;	 
	LCD_LINE1+2:	LUT_DATA	<=	9'h165;	 
	LCD_LINE1+3:	LUT_DATA	<=	9'h161;	 
	LCD_LINE1+4:	LUT_DATA	<=	9'h16D;	 
	LCD_LINE1+5:	LUT_DATA	<=	9'h131;	 
	LCD_LINE1+6:	LUT_DATA	<=	9'h120;	 
	LCD_LINE1+7:	LUT_DATA	<=	9'h1B0;	 
	LCD_LINE1+8:	LUT_DATA	<=	9'h120;	 
	LCD_LINE1+9:	LUT_DATA	<=	9'h154;	 
	LCD_LINE1+10:	LUT_DATA	<=	9'h165;	 
	LCD_LINE1+11:	LUT_DATA	<=	9'h161;   
	LCD_LINE1+12:	LUT_DATA	<=	9'h16D;	 
	LCD_LINE1+13:	LUT_DATA	<=	9'h132;	 
	LCD_LINE1+14:	LUT_DATA	<=	9'h120;
	LCD_LINE1+15:	LUT_DATA	<=	9'h120;
	LCD_CH_LINE:	LUT_DATA	<=	9'h0C0;
	LCD_LINE2+0:	LUT_DATA	<=	9'h120;	
	LCD_LINE2+1:	LUT_DATA	<=	9'h157;	 
	LCD_LINE2+2:	LUT_DATA	<=	9'h169;   
	LCD_LINE2+3:	LUT_DATA	<=	9'h16E;   
	LCD_LINE2+4:	LUT_DATA	<=	9'h16E;   
	LCD_LINE2+5:	LUT_DATA	<=	9'h165;   
	LCD_LINE2+6:	LUT_DATA	<=	9'h172;   
	LCD_LINE2+7:	LUT_DATA	<=	9'h120;  
	LCD_LINE2+8:	LUT_DATA	<=	9'h120;  
	LCD_LINE2+9:	LUT_DATA	<=	9'h120;  
	LCD_LINE2+10:	LUT_DATA	<=	9'h120;  
	LCD_LINE2+11:	LUT_DATA	<=	9'h120;  
	LCD_LINE2+12:	LUT_DATA	<=	9'h120;  
	LCD_LINE2+13:	LUT_DATA	<=	9'h120;  
	LCD_LINE2+14:	LUT_DATA	<=	9'h120;  
	LCD_LINE2+15:	LUT_DATA	<=	9'h120;  
	default:			LUT_DATA	<=	9'h120;
	endcase
end
else if({win1, win2} == 2'b01)
begin
	case(LUT_INDEX)
	LCD_INTIAL+0:	LUT_DATA	<=	9'h038;
	LCD_INTIAL+1:	LUT_DATA	<=	9'h00C;
	LCD_INTIAL+2:	LUT_DATA	<=	9'h001;
	LCD_INTIAL+3:	LUT_DATA	<=	9'h006;
	LCD_INTIAL+4:	LUT_DATA	<=	9'h080;
	LCD_LINE1+0:	LUT_DATA	<=	9'h120;	
	LCD_LINE1+1:	LUT_DATA	<=	9'h154;	 
	LCD_LINE1+2:	LUT_DATA	<=	9'h165;	 
	LCD_LINE1+3:	LUT_DATA	<=	9'h161;	 
	LCD_LINE1+4:	LUT_DATA	<=	9'h16D;	 
	LCD_LINE1+5:	LUT_DATA	<=	9'h131;	 
	LCD_LINE1+6:	LUT_DATA	<=	9'h120;	 
	LCD_LINE1+7:	LUT_DATA	<=	9'h1B0;	 
	LCD_LINE1+8:	LUT_DATA	<=	9'h120;	 
	LCD_LINE1+9:	LUT_DATA	<=	9'h154;	 
	LCD_LINE1+10:	LUT_DATA	<=	9'h165;	 
	LCD_LINE1+11:	LUT_DATA	<=	9'h161;   
	LCD_LINE1+12:	LUT_DATA	<=	9'h16D;	 
	LCD_LINE1+13:	LUT_DATA	<=	9'h132;	 
	LCD_LINE1+14:	LUT_DATA	<=	9'h120;
	LCD_LINE1+15:	LUT_DATA	<=	9'h120;
	LCD_CH_LINE:	LUT_DATA	<=	9'h0C0;
	LCD_LINE2+0:	LUT_DATA	<=	9'h120;	
	LCD_LINE2+1:	LUT_DATA	<=	9'h120;	
	LCD_LINE2+2:	LUT_DATA	<=	9'h120;  
	LCD_LINE2+3:	LUT_DATA	<=	9'h120;  
	LCD_LINE2+4:	LUT_DATA	<=	9'h120;  
	LCD_LINE2+5:	LUT_DATA	<=	9'h120;  
	LCD_LINE2+6:	LUT_DATA	<=	9'h120;  
	LCD_LINE2+7:	LUT_DATA	<=	9'h120;  
	LCD_LINE2+8:	LUT_DATA	<=	9'h120;  
	LCD_LINE2+9:	LUT_DATA	<=	9'h157;   
	LCD_LINE2+10:	LUT_DATA	<=	9'h169;   
	LCD_LINE2+11:	LUT_DATA	<=	9'h16E;   
	LCD_LINE2+12:	LUT_DATA	<=	9'h16E;   
	LCD_LINE2+13:	LUT_DATA	<=	9'h165;   
	LCD_LINE2+14:	LUT_DATA	<=	9'h172;   
	LCD_LINE2+15:	LUT_DATA	<=	9'h120;  
	default:			LUT_DATA	<=	9'h120;
	endcase
end
else 
	case(LUT_INDEX)
	LCD_INTIAL+0:	LUT_DATA	<=	9'h038;
	LCD_INTIAL+1:	LUT_DATA	<=	9'h00C;
	LCD_INTIAL+2:	LUT_DATA	<=	9'h001;
	LCD_INTIAL+3:	LUT_DATA	<=	9'h006;
	LCD_INTIAL+4:	LUT_DATA	<=	9'h080;
	LCD_LINE1+0:	LUT_DATA	<=	9'h120;	
	LCD_LINE1+1:	LUT_DATA	<=	9'h154;	 
	LCD_LINE1+2:	LUT_DATA	<=	9'h165;	 
	LCD_LINE1+3:	LUT_DATA	<=	9'h161;	 
	LCD_LINE1+4:	LUT_DATA	<=	9'h16D;	 
	LCD_LINE1+5:	LUT_DATA	<=	9'h131;	 
	LCD_LINE1+6:	LUT_DATA	<=	9'h120;	 
	LCD_LINE1+7:	LUT_DATA	<=	9'h1B0;	 
	LCD_LINE1+8:	LUT_DATA	<=	9'h120;	 
	LCD_LINE1+9:	LUT_DATA	<=	9'h154;	 
	LCD_LINE1+10:	LUT_DATA	<=	9'h165;	 
	LCD_LINE1+11:	LUT_DATA	<=	9'h161;   
	LCD_LINE1+12:	LUT_DATA	<=	9'h16D;	 
	LCD_LINE1+13:	LUT_DATA	<=	9'h132;	 
	LCD_LINE1+14:	LUT_DATA	<=	9'h120;
	LCD_LINE1+15:	LUT_DATA	<=	9'h120;
	LCD_CH_LINE:	LUT_DATA	<=	9'h0C0;
	LCD_LINE2+0:	LUT_DATA	<=	9'h120;	
	LCD_LINE2+1:	LUT_DATA	<=	9'h120;	
	LCD_LINE2+2:	LUT_DATA	<=	9'h120;  
	LCD_LINE2+3:	LUT_DATA	<=	9'h120;  
	LCD_LINE2+4:	LUT_DATA	<=	9'h120;  
	LCD_LINE2+5:	LUT_DATA	<=	9'h120;  
	LCD_LINE2+6:	LUT_DATA	<=	9'h120;  
	LCD_LINE2+7:	LUT_DATA	<=	9'h120;  
	LCD_LINE2+8:	LUT_DATA	<=	9'h120;  
	LCD_LINE2+9:	LUT_DATA	<=	9'h120;  
	LCD_LINE2+10:	LUT_DATA	<=	9'h120;  
	LCD_LINE2+11:	LUT_DATA	<=	9'h120;  
	LCD_LINE2+12:	LUT_DATA	<=	9'h120;  
	LCD_LINE2+13:	LUT_DATA	<=	9'h120;  
	LCD_LINE2+14:	LUT_DATA	<=	9'h120;  
	LCD_LINE2+15:	LUT_DATA	<=	9'h120;  
	default:			LUT_DATA	<=	9'h120;
	endcase
end
LCD_Controller 		u0	(	 
							.iDATA(mLCD_DATA),
							.iRS(mLCD_RS),
							.iStart(mLCD_Start),
							.oDone(mLCD_Done),
							.iCLK(iCLK),
							.iRST_N(iRST_N),
							.LCD_DATA(LCD_DATA),
							.LCD_RW(LCD_RW),
							.LCD_EN(LCD_EN),
							.LCD_RS(LCD_RS)	);
endmodule
module Led7_x2(out0_0, out0_1, out1_0, out1_1, in0, in1);
input[4:0] in0, in1;
output [3:0] out0_0, out0_1, out1_0, out1_1;
assign out0_0 =in0 %10;
assign out1_0 =in1 %10;
assign out0_1 = (in0 - out0_0)/10;
assign out1_1 = (in1 - out1_0)/10;
endmodule
module SetDemo( x_RCO, x, clk, rst, comp, up_down);
input clk, rst, up_down;
input [1:0]comp;
output reg [1:0]x; 
output reg x_RCO;
	always @(x)
		begin
			 if((x == 3) & (x > comp)) x_RCO = 1;
			 else x_RCO = 0;
		end
	always @(posedge clk or posedge  rst)
			begin
				if (rst) x <= 0;
				else if (clk)
				begin
					if ((x < 3) & (up_down))  x <= x + 1;
					else if ((x > 0) & (!up_down)) x <= x - 1;
					else x <= x;
				end
				else x <= x;
			end
endmodule
module decoder_led7(enable, sel, bcd_in, out_7seg);
input enable, sel;
input [3:0]bcd_in;
output reg [6:0]out_7seg;
always @(sel)
begin
if(sel)  
begin
	if(enable) out_7seg = 7'b0000000;
	else case(bcd_in)
		4'b0000: out_7seg = 7'b1111110;
		4'b0001: out_7seg = 7'b0110000;
		4'b0010: out_7seg = 7'b1101101;
		4'b0011: out_7seg = 7'b1111001;
		4'b0100: out_7seg = 7'b0110011;
		4'b0101: out_7seg = 7'b1011011;
		4'b0110: out_7seg = 7'b1011111;
		4'b0111: out_7seg = 7'b1110000;
		4'b1000: out_7seg = 7'b1111111;
		4'b1001: out_7seg = 7'b1111011;
		default: out_7seg = 7'b1111110;
		endcase
	end
if(~sel) begin  
	if(enable) out_7seg = 7'b1111111;
	else case(bcd_in)
		4'b0000: out_7seg = 7'b0000001;
		4'b0001: out_7seg = 7'b1001111;
		4'b0010: out_7seg = 7'b0010010;
		4'b0011: out_7seg = 7'b0000110;
		4'b0100: out_7seg = 7'b1001100;
		4'b0101: out_7seg = 7'b0100100;
		4'b0110: out_7seg = 7'b0100000;
		4'b0111: out_7seg = 7'b0001111;
		4'b1000: out_7seg = 7'b0000000;
		4'b1001: out_7seg = 7'b0000100;
		default: out_7seg = 7'b0000001;
		endcase
	end
end
endmodule
==> run.sh <==
#!/bin/bash
# OpenROAD 26Q1-2900-gdf79404cd8, Yosys 0.63+post, stock flow scripts
make -C /OpenROAD-flow-scripts/flow DESIGN_CONFIG=/design/flow/config.mk WORK_HOME=/design/flow/orfs finish
==> config.mk <==
export PLATFORM = sky130hd
export DESIGN_NAME = Counter_Backup
export DESIGN_NICKNAME = Counter_Backup
export VERILOG_FILES = /design/flow/design.v
export SDC_FILE = /design/flow/constraint.sdc
export NUM_CORES = 4
export LEC_CHECK = 1
export CORE_UTILIZATION = 30
==> constraint.sdc <==
current_design Counter_Backup

set clk_period 3.6
set clk_io_pct 0.2

create_clock -name clk0 -period $clk_period [get_ports {Pnt_clk1}]
create_clock -name clk1 -period $clk_period [get_ports {Pnt_clk2}]
create_clock -name clk2 -period $clk_period [get_ports {Pnt_reset}]
create_clock -name clk3 -period $clk_period [get_ports {Set_clk1}]
create_clock -name clk4 -period $clk_period [get_ports {Set_clk2}]
create_clock -name clk5 -period $clk_period [get_ports {iCLK}]

set non_clock_inputs [all_inputs -no_clocks]
set_input_delay [expr $clk_period * $clk_io_pct] -clock clk0 $non_clock_inputs
set_output_delay [expr $clk_period * $clk_io_pct] -clock clk0 [all_outputs]
==> impl_metrics.toml <==
# synthesis and place-and-route metrics
[setup_path]
critPathCaptureType = "primary output"
critPathMaxFanout = 4
reg2regPathDepth = 11
worstSetupPathType = "reg -> out"
ff2ff_setup_slack_ns = 0.51
cp.arrival_ns = 5.36
cp-endpoint = "led7_pnt2_2[2]"
critPathLaunch = "Counter_Backup_Point.Point2.x[2]"
rr_startpoint = "Counter_Backup_Point.Point2.x[2]"
r2r_end = "Counter_Backup_Point.Point2.x[3]"
critPathRequiredTime_ns = 2.88
cp-start-kind = "flip-flop"

[routing]
wl_mm = 19.2
vias_per_cell = 5.00
wire_per_inst_um = 13.4
drtAntennaViolNets = 0
drt-initial-drc-count = 292
drcViolationCount = 0
dr.pass1.iters = 5
n_antenna_cell = 0
vias = 7159

[yosys]
netlist_area_um2 = 7070
ys_types = 85
top_area_cell = "dfrtp_1"
ys_area_um2 = 7070
synth-edff-count = 0
postSynthSeqShare_pct = 25.9
ff_type = "dfrtp_1"
synthArstFlopShare_pct = 86.7
numSynthFlops = 75
synthTopCellsByArea = "dfrtp_1 22%, ha_1 13%, a21oi_1 5.5%"
yosys_warnings = 7
avgSynthCellArea_um2 = 7.96
synth_top_area_share_pct = 22.3
synth_cells = 888
ys_cells = 888

[floorplan]
die_w_um = 156
fp_util_pct = 30.9
dieArea_um2 = 24200
core_area_um2 = 22800
pin_count = 70
placementRows = 55
die_h_um = 156

[timing]
fin_ws_ns = -2.48
worst_pin_slew_ns = 0.937
grt_setup_unrepaired = "true"
setup_viol = 28
slew_violations = 0
fin_hold_ws_ns = 0.383
finClkSkew_ns = 0.00467
finalHoldViolations = 0
relSlewSlack_pct = 36.9

[status]
violations = "negative setup slack"
status = "complete, but fails checks"

[global_routing]
grt_use_total_pct = 16.3
grt_pass1_wl_mm = 32.2
antenna_found_initial = 0
overflow = 0
grt_pass1_vias = 6751
grt_max_degree = 32

[placement]
place_congestion = 0.914
dpl.cell_count = 1339
io_buffers = 63
dp_hpwl_mm = 13.5

[finish]
layout-drive-gt1-share_pct = 34.9
final_common_cell = "buf_4"
fillCellCount = 2047
finalNonFillerCells = 1432
final_cell_mix = "154 x buf_4, 86 x nand2_1, 65 x nor2_1"
area_delta_synth_final_pct = 51.7

[clock_tree]
cts_tree = "built"
cts_hold_buf = 0
clk_pin_slew_ns = 0.07

[job]
tool_warnings = 74
max_cap_violations = 0

[worst_hold_path]
hp-class = "in -> async"
logic make-up (layout without fill, tap and decap cells):
family	after synthesis	in the layout	share of synthesized area [%]
compound gates	262	262	24.1
flops	75	75	25.9
xor+xnor	58	58	7.29
buf+inv	107	338	6.14
mux	25	25	3.73
other cells	2	2	0.106
fa+ha+maj	74	74	13.3
simple gates	285	285	19.5
Yosys cell counts (6+ instances only):
cell / instances
buf_2: 8
nor2_1: 72
or3_1: 9
nand2_1: 88
buf_1: 6
a31oi_1: 14
inv_1: 52
o31ai_1: 8
nand3_1: 21
o21ai_0: 62
a21oi_1: 78
mux2_2: 8
xnor2_1: 44
nand4_1: 9
dfrtp_1: 63
nor3_1: 25
nand2b_1: 13
ha_1: 71
clkbuf_1: 31
nor2b_1: 14
a21o_1: 14
mux2i_1: 16
buf_4: 6
a211oi_1: 12
xor2_1: 13
and3_1: 7
dfxtp_1: 10
cell type report:
cell class	count	area (um^2)	share of cell area, %
Timing Repair Buffer	248	2000	18.7
Clock inverter	13	81.3	0.758
Inverter	55	224	2.09
Clock buffer	22	508	4.74
Sequential cell	75	1830	17.1
Multi-Input combinational cell	706	5680	53.0
Tap cell	313	392	3.65
state kept, by name, indices dropped and copies added, names as in the netlist, 2 cells and up, named ones only:
register,count
Counter_Backup_Point.Point1.x,5
Counter_Backup_Point.Point1.x_b,5
Counter_Backup_Point.Point2.x,5
Counter_Backup_Point.Point2.x_b,5
Counter_Backup_Set.Set1.x,2
Counter_Backup_Set.Set2.x,2
lcd.LUT_INDEX,6
lcd.mDLY,18
lcd.mLCD_DATA,8
lcd.mLCD_ST,3
lcd.u0.Cont,5
lcd.u0.ST,2
worst min path at each step:
stage | depth (start not counted) | slack, ns | to | from
4_1_cts | 1 | 0.40 | lcd.mDLY[12] | iRST_N
5_1_grt | 1 | 0.42 | lcd.mDLY[12] | iRST_N
6_report | 1 | 0.38 | lcd.mDLY[12] | iRST_N
metal layers:
metal | wire length, um | global-route usage (%) | vias up
li1 | - | - | 3610
met1 | 9640 | 24.4 | 3376
met2 | 8660 | 25.2 | 150
met3 | 688 | 2.50 | 23
met4 | 257 | 3.17 | 0
met5 | 0 | 0 | -
through the flow:
| step | setup TNS [ns] | util, % | setup slack, ns | cell area (um^2) |
|---|---|---|---|---|
| 6_report | -37.45 | 46.9 | -2.48 | 10700 |
| 5_1_grt | -43.30 | 46.9 | -2.83 | 10700 |
| 4_1_cts | -38.64 | 45.7 | -2.49 | 10400 |
| 3_5_place_dp | -37.62 | 39.8 | -2.60 | 9090 |
| 3_3_place_gp | -36.95 | 39.8 | -2.55 | 9090 |
| 2_1_floorplan | -20.87 | - | -1.65 | 7370 |
critical path, stage by stage (launching register included):
cell and delay, ns:
dfrtp_2 0.39, or2_4 0.26, ha_4 0.23, nand3b_1 0.17, o31a_1 0.31, nand3_2 0.08
or4b_4 0.47, nand4_4 0.10, ha_4 0.17, nor2_4 0.05, a211oi_4 0.25, nor2_2 0.08
inv_2 0.08, ha_4 0.21, nor2b_4 0.13, a221oi_4 0.26, xor2_1 0.12, mux2_2 0.32
a211oi_2 0.17, o31ai_2 0.10, and2_4 0.19, buf_12 0.13, buf_6 0.11, ha_4 0.16
a41oi_2 0.13, nor2_1 0.07, a211o_1 0.27, buf_2 0.11
timing repair:
item	CTS	global route
setup buffers	54	12
pin swaps	84	57
endpoints found under the setup margin	28	29
resized	182	63
